File: design.v
module NOR32_2x1(Y, A, B);
	output [31:0] Y;
	input [31:0] A;
	input [31:0] B;
	genvar i;
	generate
		for (i = 0; i <= 31; i = i + 1) begin: nor_gen_loop
			nor nor_inst(Y[i], A[i], B[i]);
		end
	endgenerate
endmodule
module AND32_2x1(Y, A, B);
	output [31:0] Y;
	input [31:0] A;
	input [31:0] B;
	genvar i;
	generate
		for (i = 0; i <= 31; i = i + 1) begin: and_gen_loop
			and and_inst(Y[i], A[i], B[i]);
		end
	endgenerate
endmodule
module NOT64_1x1(Y, A);
	output [63:0] Y;
	input [63:0] A;
	genvar i;
	generate
		for (i = 0; i <= 63; i = i + 1) begin: not_gen_loop
			not not_inst(Y[i], A[i]);
		end
	endgenerate
endmodule
module NOT32_1x1(Y, A);
	output [31:0] Y;
	input [31:0] A;
	genvar i;
	generate
		for (i = 0; i <= 31; i = i + 1) begin: not_gen_loop
			not not_inst(Y[i], A[i]);
		end
	endgenerate
endmodule
module BUF32_1x1(Y, A);
	output [31:0] Y;
	input [31:0] A;
	genvar i;
	generate
		for (i = 0; i <= 31; i = i + 1) begin: buf_gen_loop
			buf buf_inst(Y[i], A[i]);
		end
	endgenerate
endmodule
module OR32_2x1(Y, A, B);
	output [31:0] Y;
	input [31:0] A;
	input [31:0] B;
	genvar i;
	generate
		for (i = 0; i <= 31; i = i + 1) begin: or_gen_loop
			or or_inst(Y[i], A[i], B[i]);
		end
	endgenerate
endmodule
File: config.mk
export PLATFORM = sky130hd
export DESIGN_NAME = NOT64_1x1
export DESIGN_NICKNAME = NOT64_1x1
export VERILOG_FILES = /design/flow/design.v
export SDC_FILE = /design/flow/constraint.sdc
export NUM_CORES = 4
export LEC_CHECK = 1
export CORE_AREA = 10 10 70 70
export DIE_AREA = 0 0 80 80
File: run.sh
#!/bin/bash
# OpenROAD 26Q1-2900-gdf79404cd8, Yosys 0.63+post, stock flow scripts
make -C /OpenROAD-flow-scripts/flow DESIGN_CONFIG=/design/flow/config.mk WORK_HOME=/design/flow/orfs finish
File: constraint.sdc
current_design NOT64_1x1

set clk_period 1.0
set clk_io_pct 0.2

create_clock -name clk0 -period $clk_period

set non_clock_inputs [all_inputs -no_clocks]
set_input_delay [expr $clk_period * $clk_io_pct] -clock clk0 $non_clock_inputs
set_output_delay [expr $clk_period * $clk_io_pct] -clock clk0 [all_outputs]
==> notes.org <==
#+TITLE: Implementation results

** Run status
- The run finished with clean final reports.

** Global routing
- The number of global-route vias before repair came to 731.
- Global routing usage summed across all routing layers :: roughly 7.6%
- The initial antenna violation count came to 0.
- For met2 alone, demand over resource in global routing was 15.33%.
- Summed over all layers, the global routing overflow is 0.
- Global route summary, busiest routing layer listed as met2.
- First-pass GRT wire length :: between 3000 and 4000 µm
- For met3 alone, demand over resource in global routing was 3.750%.
- Entering global routing, the biggest net connects 2 pins.
- Routing resource usage on met1 recorded by global route was 6.987%.

** Worst setup path
- STA classifies the critical path endpoint as an output pin.
- Worst Path Max Fanout :: 1
- The data required time reported for the critical path is 0.80 ns.
- Startpoint kind of the worst setup timing path :: input port
- Data arrival time of the critical path :: 0.79 ns
- Startpoint-to-endpoint class of the critical path :: in -> out
- Worst Setup SP :: A[43]

** Route
- Per the detailed-route log, wirelength across all metal layers totals 2905 µm.
- Number of antenna repair diodes :: 0
- Remaining antenna violation count :: 0
- The DRC violation total left in the routed layout is recorded as 0.
- The script logs the mean routed wire length per placed instance as 12.21 µm.
- Dividing the detail-routed via count by the number of cells gives 3.021.
- Router iterations before antenna repair :: 2
- Vias after detailed routing :: 719
- After the first detailed-routing iteration, the DRC count stood at 1.

** Pwr
- Total design power :: 353.4 µW
- In the power breakdown, the internal column shows 273.3 µW.
- Part of the power in combinational logic :: 100.0%
- Sequential cells burn 0% of the power.
- Power density over the cells :: 253.4 nW/µm²
- Leakage Power :: 0.001205 µW
- Net Sw Frac :: 22.68%
- Clock group share of total power :: 0%
- The analysis reports a worst IR drop on VDD of ~0.086 mV.
- The script extracted a net switching power of 80.15 µW.

** Timing
- Dividing the final minimum period by the clock period gives a little over nine tenths.
- The worst path needs slightly below 1 ns of the cycle, external delays included.
- Counting pins that exceed their max-slew limit in the final report gives 0.
- The end-of-flow timing check tallies setup violations at 0.
- In this build the clock could be raised as far as around 1000 MHz.
- Setup repair after global routing left no endpoint under its margin.
- The pin closest to its max-slew limit shows a slew of 0.06302 ns.
- Slew Limit Headroom :: ~96%
- Counting endpoints that fail hold in the final report gives 0.

** Finish
- The final layout contains a sequential cell count of 0.
- From synthesis to final layout, the design area changed by 480.7%.
- Summing all flip-flop and latch instances after layout gives 0 µm².
- Comb gate area :: 0 µm²
- The post-route netlist has a little over a fifth of its cells at a drive strength greater than 1.
- Multi-In Gates :: 0
- Counting the clock-network buffers in the layout gives 0.
- Most common cell after layout, fill and taps aside :: sky130_fd_sc_hd__inv_1
- At the end of the flow the core is filled with cells to 40.84%.
- Most used cells in the layout excluding fill and tap cells :: sky130_fd_sc_hd__inv_1 (64), sky130_fd_sc_hd__dlygate4sd2_1 (45), sky130_fd_sc_hd__buf_2 (42)

** Floorplanning
- Io pins :: approximately 130
- The share of the core area taken by cells at floorplan is about 7.0%.
- According to the floorplan report, the total die area is 6400 µm².
- Overall die width :: 80 µm
- Core region area :: ~3400 µm²
- Core Rows :: 21
- Overall die height :: 80 µm

** Synthesis
- Multiplexer area fraction after synthesis :: 0%
- Number of distinct library cell variants in the gate-level netlist after synthesis :: 1
- Cells in synth_stat.txt :: around 64
- During synthesis, Yosys emitted a total of 0 warnings.
- In this run the mean area of a mapped cell was approximately 3.8 µm².
- For reference, full adder, half adder and majority cells occupy 0% of the area reported after synthesis.
- For reference, compound AND-OR and OR-AND cells occupy 0% of the area reported after synthesis.
- In the synthesis report, Yosys lists the chip area as 240.2 µm².
- Post-synthesis instance area :: 240.2 µm²
- After Yosys synthesis, and, or, nand and nor cells account for 0% of the synthesized area.
- Dominant combinational cell family by area after synthesis :: buffers and inverters
- Per the post-synthesis report, the number of cells in the design is ~64.
- Sequential share of the synthesized area :: 0%
- Summing the areas of all xor and xnor instances in the mapped netlist gives 0% of the synthesized area.

** Clock network
- Post-CTS timing repair inserted 0 buffers for setup.

** Min path
- Worst hold path class :: in -> out
- The startpoint identified for the worst hold timing path is A[10].

** Place
- Per the placement log, port buffering inserted roughly 130 buffers.
- Routability-driven placement finished with a final weighted congestion of 0.7693.
- DP HPWL :: 2787 µm

** Flow run
- Count of tool warnings :: 32
- Maximum Capacitance Violations :: 0
==> synthesized netlist by cell type (all sizes together) <==
library cell | n | area share [%]
inv | 64 | 100
==> worst paths after layout <==
kind,endpoint,cells past startpoint
setup / recovery,Y[43],3
hold / removal,Y[10],3
==> cell type report <==
| cell class | instances | area, µm² |
|---|---|---|
| Inverter | 64 | 240.2 |
| Timing Repair Buffer | 128 | 1097 |
| Tap cell | 46 | 57.56 |
| Fill cell | 382 | 2021 |
==> what timing repair did <==
action / in CTS / in global routing
endpoints found under the hold margin: 0 / 0
resized: 171 / 33
hold buffers: 0 / 0
setup endpoints to repair: 64 / 33
gates cloned: 0 / 0
==> power groups by stage <==
stage	Clock, µW	Sequential [µW]	Combinational [µW]
finish	0	0	353
global route	0	0	401
CTS	0	0	388
==> kinds of logic after synthesis <==
group,count (synthesis)
buffers and inverters,64
==> per-stage QoR <==
stage | instance area, µm² | hold WS, ns | setup TNS, ns | instances | setup slack [ns]
floorplan | 240.2 | 0.4091 | 0 | 64 | 0.5868
global placement | 1579 | 1.278 | -19.87 | 238 | -0.3245
detailed placement | 1579 | 1.279 | -19.97 | 238 | -0.3320
CTS | 1313 | 0.7394 | 0 | 238 | 0.0008126
global route | 1395 | 0.6289 | 0 | 238 | 0.0002284
finish | 1395 | 0.6148 | 0 | 238 | 0.01439
==> routing by layer <==
| layer | wire [µm] | share of wire (%) |
|---|---|---|
| met1 | 978 | 34 |
| met3 | 378 | 13 |
| met2 | 1548 | 53 |
| met4 | 0 | 0 |
| met5 | 0 | 0 |
==> worst max-delay path, stage by stage <==
cell and delay [ns]:
sky130_fd_sc_hd__clkdlybuf4s50_1 0.45, sky130_fd_sc_hd__inv_1 0.03, sky130_fd_sc_hd__buf_2 0.11
No activity file was given, so power comes from the tool's default toggle rates.
