<file path="flow/design.v">
module MUX64_2x1(Y, I0, I1, S);
	output [63:0] Y;
	input [63:0] I0;
	input [63:0] I1;
	input S;
	genvar i;
	generate
		for (i = 0; i <= 63; i = i + 1) begin: mux64_2x1_gen_loop
			MUX1_2x1 mux_inst(.Y(Y[i]), .I0(I0[i]), .I1(I1[i]), .S(S));
		end
	endgenerate
endmodule
module MUX32_32x1(Y, I0, I1, I2, I3, I4, I5, I6, I7,
                     I8, I9, I10, I11, I12, I13, I14, I15,
                     I16, I17, I18, I19, I20, I21, I22, I23,
                     I24, I25, I26, I27, I28, I29, I30, I31, S);
	output [31:0] Y;
	input [31:0] I0, I1, I2, I3, I4, I5, I6, I7;
	input [31:0] I8, I9, I10, I11, I12, I13, I14, I15;
	input [31:0] I16, I17, I18, I19, I20, I21, I22, I23;
	input [31:0] I24, I25, I26, I27, I28, I29, I30, I31;
	input [4:0] S;
	wire [31:0] mux_1, mux_2;
	MUX32_16x1 mux_inst_1(.Y(mux_1), .I0(I0), .I1(I1), .I2(I2), .I3(I3),
									 .I4(I4), .I5(I5), .I6(I6), .I7(I7),
									 .I8(I8), .I9(I9), .I10(I10), .I11(I11),
									 .I12(I12), .I13(I13), .I14(I14), .I15(I15),
									 .S(S[3:0]));
	MUX32_16x1 mux_inst_2(.Y(mux_2), .I0(I16), .I1(I17), .I2(I18), .I3(I19),
									 .I4(I20), .I5(I21), .I6(I22), .I7(I23),
									 .I8(I24), .I9(I25), .I10(I26), .I11(I27),
									 .I12(I28), .I13(I29), .I14(I30), .I15(I31),
									 .S(S[3:0]));
	MUX32_2x1 mux_inst_3(.Y(Y), .I0(mux_1), .I1(mux_2), .S(S[4]));
endmodule
module MUX32_16x1(Y, I0, I1, I2, I3, I4, I5, I6, I7,
                     I8, I9, I10, I11, I12, I13, I14, I15, S);
	output [31:0] Y;
	input [31:0] I0, I1, I2, I3, I4, I5, I6, I7;
	input [31:0] I8, I9, I10, I11, I12, I13, I14, I15;
	input [3:0] S;
	wire [31:0] mux_1, mux_2;
	MUX32_8x1 mux_inst_1(.Y(mux_1), .I0(I0), .I1(I1), .I2(I2), .I3(I3),
									.I4(I4), .I5(I5), .I6(I6), .I7(I7),
									.S(S[2:0]));
	MUX32_8x1 mux_inst_2(.Y(mux_2), .I0(I8), .I1(I9), .I2(I10), .I3(I11),
									.I4(I12), .I5(I13), .I6(I14), .I7(I15),
									.S(S[2:0]));		
	MUX32_2x1 mux_inst_3(.Y(Y), .I0(mux_1), .I1(mux_2), .S(S[3]));
endmodule
module MUX32_8x1(Y, I0, I1, I2, I3, I4, I5, I6, I7, S);
	output [31:0] Y;
	input [31:0] I0, I1, I2, I3, I4, I5, I6, I7;
	input [2:0] S;
	wire [31:0] mux_1, mux_2;
	MUX32_4x1 mux_inst_1(.Y(mux_1), .I0(I0), .I1(I1), .I2(I2), .I3(I3), .S(S[1:0]));
	MUX32_4x1 mux_inst_2(.Y(mux_2), .I0(I4), .I1(I5), .I2(I6), .I3(I7), .S(S[1:0]));
	MUX32_2x1 mux_inst_3(.Y(Y), .I0(mux_1), .I1(mux_2), .S(S[2]));
endmodule
module MUX32_4x1(Y, I0, I1, I2, I3, S);
	output [31:0] Y;
	input [31:0] I0, I1, I2, I3;
	input [1:0] S;
	wire [31:0] mux_1, mux_2;
	MUX32_2x1 mux_inst_1(.Y(mux_1), .I0(I0), .I1(I1), .S(S[0]));
	MUX32_2x1 mux_inst_2(.Y(mux_2), .I0(I2), .I1(I3), .S(S[0]));
	MUX32_2x1 mux_inst_3(.Y(Y), .I0(mux_1), .I1(mux_2), .S(S[1]));
endmodule
module MUX32_2x1(Y, I0, I1, S);
	output [31:0] Y;
	input [31:0] I0, I1;
	input S;
	genvar i;
	generate
		for (i = 0; i <= 31; i = i + 1) begin: mux32_2x1_gen_loop
			MUX1_2x1 mux_inst(.Y(Y[i]), .I0(I0[i]), .I1(I1[i]), .S(S));
		end
	endgenerate
endmodule
module MUX5_2x1(Y, I0, I1, S);
	output [4:0] Y;
	input [4:0] I0, I1;
	input S;
	wire and_I0, and_I1, not_S;
	genvar i;
	generate
		for (i = 0; i <= 4; i = i + 1) begin: mux5_2x1_gen_loop
			MUX1_2x1 mux_inst(.Y(Y[i]), .I0(I0[i]), .I1(I1[i]), .S(S));
		end
	endgenerate
endmodule
module MUX1_2x1(Y, I0, I1, S);
	output Y;
	input I0, I1, S;
	wire and_I0, and_I1, not_S;
	not not_inst(not_S, S);
	and and_inst_1(and_I0, I0, not_S);
	and and_inst_2(and_I1, I1, S);
	or or_inst(Y, and_I0, and_I1);
endmodule
</file>
<file path="flow/run.sh">
#!/bin/bash
# OpenROAD 26Q1-2900-gdf79404cd8, Yosys 0.63+post, stock flow scripts
make -C /OpenROAD-flow-scripts/flow DESIGN_CONFIG=/design/flow/config.mk WORK_HOME=/design/flow/orfs finish
</file>
<file path="flow/config.mk">
export PLATFORM = sky130hd
export DESIGN_NAME = MUX64_2x1
export DESIGN_NICKNAME = MUX64_2x1
export VERILOG_FILES = /design/flow/design.v
export SDC_FILE = /design/flow/constraint.sdc
export NUM_CORES = 4
export LEC_CHECK = 1
export CORE_AREA = 10 10 83 83
export DIE_AREA = 0 0 93 93
</file>
<file path="flow/constraint.sdc">
current_design MUX64_2x1

set clk_period 1.0
set clk_io_pct 0.2

create_clock -name clk0 -period $clk_period

set non_clock_inputs [all_inputs -no_clocks]
set_input_delay [expr $clk_period * $clk_io_pct] -clock clk0 $non_clock_inputs
set_output_delay [expr $clk_period * $clk_io_pct] -clock clk0 [all_outputs]
</file>
==> flow_metrics.env <==
# flow metrics
export IMPL_chipArea_sq_um=8650
export IMPL_powerDensity_nw_per_um2=418
export IMPL_topCellsByArea="mux2_4 58%, buf_4 31%, buf_12 7.7%, mux2_2 2.9%, buf_6 0.72%"
export IMPL_chipWidth_microns=93
export IMPL_fp_dieH_microns=93
export IMPL_synthTopCellsByCount="64 x buf_4, 60 x mux2_4, 6 x buf_12"
export IMPL_period_needed_ns=1.22
export IMPL_grt_pass1_vias=1611
export IMPL_fmax_mhz=819
export IMPL_dp_hpwl_mm=5.97
export IMPL_antenna_cells=0
export IMPL_syn_area_sq_um=1560
export IMPL_p_leak_uw=0.00174
export IMPL_hold_buffers=0
export IMPL_endpoint="Y[47]"
export IMPL_crit_start="S"
export IMPL_vias=1437
export IMPL_drt_initial_drc_count=11
export IMPL_avgViaCountPerCell=4.19
export IMPL_drv_slew=0
export IMPL_vdd_ir_drop_max_mv=0.220
export IMPL_status="finished, violations left"
export IMPL_grt_overflow=0
export IMPL_grt_max_degree=9
export IMPL_yosys_stat_cells=135
export IMPL_port_buffers=193
export IMPL_yosysTopAreaCellShare=0.578
export IMPL_nClkBuffers=0
export IMPL_cp_start_kind="input pin"
export IMPL_hold_depth=3
export IMPL_fin_crit_sh=1.22
export IMPL_worst_slack_ns=-0.221
export IMPL_dr_pass1_iters=3
export IMPL_core_area_sq_um=5140
export IMPL_max_cap_viol_count=0
export IMPL_rsz0062_at_grt="true"
export IMPL_n_fill_cell=484
export IMPL_crit_arrival_ns=1.02
export IMPL_critPathMaxFanout=6
export IMPL_grt_pass1_wl_mm=9.92
export IMPL_rows=26
export IMPL_min_path_type="in -> out"
export IMPL_regArea_sq_um=0
export IMPL_antenna_found_initial=0
export IMPL_end_kind="primary output"
export IMPL_synth_seq_share=0
export IMPL_ff_count=0
export IMPL_fp_utilization=0.303
export IMPL_avgSynthCellArea_sq_um=11.5
export IMPL_violations="negative setup slack"
export IMPL_ys_chip_area_sq_um=1560
export IMPL_finalHoldViolCount=0
export IMPL_hold_worst_slack_ns=0.694
export IMPL_tightest_slew_ns=0.108
export IMPL_comb_area_sq_um=961
export IMPL_syn_to_final_growth_pct=109
export IMPL_wl_mm=6.83
export IMPL_warnings=36
export IMPL_worst_ep_required_time_ns=0.80
export IMPL_place_gp_congestion=0.797
export IMPL_drc=0
export IMPL_syn_inst=135
export IMPL_yosysUniqueCellTypes=5
export IMPL_yosysWarnings=0
export IMPL_layout_drive_gt1_share=0.531
export IMPL_slew_headroom=0.928
export IMPL_pin_count=193
export IMPL_path_class="in -> out"
export IMPL_total_power_uw=1360
export IMPL_routedWlPerCell_microns=19.9
export IMPL_setup_viol=64
export IMPL_synth_top_cell_by_count="buf_4"
export IMPL_grtUsageTotal=0.146
export IMPL_post_synth_top_area_cell="mux2_4"
export IMPL_ant_nets=0
## power by group
| part | switching [uW] | internal [uW] |
|---|---|---|
| logic | 289 | 1070 |
| clock network | 0 | 0 |
| registers | 0 | 0 |
## critical path, stage by stage
cell    delay, ns
buf_16       0.12
buf_12       0.15
buf_12       0.14
mux2_4       0.30
buf_6        0.11
## worst min path at each step
stage	start	slack [ns]	end
final	I0[27]	0.69	Y[27]
after CTS	I1[33]	0.81	Y[33]
after global routing	I1[35]	0.71	Y[35]
## cell usage in the layout, fill, tap and decap left out, drive strengths merged
cell type and instances:
dlymetal6s2s 21, clkdlybuf4s50 87, buf 81, mux2 64
dlygate4sd2 20
## metrics by stage
step	util	instances	worst slack (ns)	area, sq um	TNS, ns
5_1_grt	0.632	343	-0.242	3250	-12.28
3_3_place_gp	0.591	332	-0.520	3040	-31.83
2_1_floorplan	-	135	-0.0759	1790	-4.24
6_report	0.632	343	-0.221	3250	-10.92
3_5_place_dp	0.591	332	-0.521	3040	-31.64
4_1_cts	0.602	344	-0.227	3100	-11.93
## layer usage
metal	global-route usage	wire, microns	vias to the layer above
li1	-	-	683
met1	0.152	2410	633
met2	0.262	3330	121
met3	0.0856	1080	0
met4	0	0	0
met5	0	0	-
## final cells by class
cell class	count	share of cell area
Multi-Input combinational cell	64	0.296
Timing Repair Buffer	209	0.677
Tap cell	70	0.0270
## timing repair
| item | CTS | global route |
|---|---|---|
| cloned | 7 | 0 |
| setup endpoints to repair | 64 | 64 |
| buffers inserted | 5 | 0 |
| resized | 260 | 42 |
## kinds of logic (layout without fill, tap and decap cells)
logic type             after synthesis  count (layout)  synth area share
multiplexers                        64              64             0.607
buffers and inverters               71             209             0.393
Power and IR drop assume default switching activity.
