[design/flow/run.sh]
#!/bin/bash
# OpenROAD 26Q1-2900-gdf79404cd8, Yosys 0.63+post, stock flow scripts
make -C /OpenROAD-flow-scripts/flow DESIGN_CONFIG=/design/flow/config.mk WORK_HOME=/design/flow/orfs finish
[design/flow/config.mk]
export PLATFORM = sky130hd
export DESIGN_NAME = SHIFT32
export DESIGN_NICKNAME = SHIFT32
export VERILOG_FILES = /design/flow/design.v
export SDC_FILE = /design/flow/constraint.sdc
export NUM_CORES = 4
export LEC_CHECK = 1
export CORE_UTILIZATION = 30
[design/flow/constraint.sdc]
current_design SHIFT32

set clk_period 5.6
set clk_io_pct 0.2

create_clock -name clk0 -period $clk_period

set non_clock_inputs [all_inputs -no_clocks]
set_input_delay [expr $clk_period * $clk_io_pct] -clock clk0 $non_clock_inputs
set_output_delay [expr $clk_period * $clk_io_pct] -clock clk0 [all_outputs]
[design/flow/design.v]
`timescale 1ns/10ps
module SHIFT32(Y, D, S, LnR);
	output [31:0] Y;
	input [31:0] D;
	input [31:0] S;
	input LnR;
	wire [31:0] BS;
	wire or_S;
	BARREL_SHIFTER32 bs_inst(.Y(BS), .D(D), .S(S[4:0]), .LnR(LnR));
	or or_inst(or_S, S[5], S[6], S[7],
			S[8], S[9], S[10], S[11],
			S[12], S[13], S[14], S[15],
			S[16], S[17], S[18], S[19],
			S[20], S[21], S[22], S[23],
			S[24], S[25], S[26], S[27],
			S[28], S[29], S[30], S[31]);
	MUX32_2x1 mux_inst(.Y(Y), .I0(BS), .I1(32'b0), .S(or_S));
endmodule
module BARREL_SHIFTER32(Y, D, S, LnR);
	output [31:0] Y;
	input [31:0] D;
	input [4:0] S;
	input LnR;
	wire [31:0] D_shift_R, D_shift_L;
	SHIFT32_R shift_R_inst(.Y(D_shift_R), .D(D), .S(S));
	SHIFT32_L shift_L_inst(.Y(D_shift_L), .D(D), .S(S));
	MUX32_2x1 mux_inst(.Y(Y), .I0(D_shift_R), .I1(D_shift_L), .S(LnR));
endmodule
module SHIFT32_R(Y, D, S);
	output [31:0] Y;
	input [31:0] D;
	input [4:0] S;
	wire [31:0] mux_D_stage_1, mux_D_stage_2, mux_D_stage_3, mux_D_stage_4;
	genvar i;
	generate
		for (i = 0; i <= 31; i = i + 1) begin: shift32_R_gen_loop_1
			if (i < 31) begin
				MUX1_2x1 mux_inst(.Y(mux_D_stage_1[i]),
						.I0(D[i]), .I1(D[i+1]), .S(S[0]));
			end
			else if (i == 31) begin
				MUX1_2x1 mux_inst(.Y(mux_D_stage_1[i]),
						.I0(D[i]), .I1(1'b0), .S(S[0]));
			end
		end
		for (i = 0; i <= 31; i = i + 1) begin: shift32_R_gen_loop_2
			if (i < 30) begin
				MUX1_2x1 mux_inst(.Y(mux_D_stage_2[i]),
						.I0(mux_D_stage_1[i]), .I1(mux_D_stage_1[i+2]), .S(S[1]));
			end
			else if (i >= 30) begin
				MUX1_2x1 mux_inst(.Y(mux_D_stage_2[i]),
						.I0(mux_D_stage_1[i]), .I1(1'b0), .S(S[1]));
			end
		end
		for (i = 0; i <= 31; i = i + 1) begin: shift32_R_gen_loop_3
			if (i < 28) begin
				MUX1_2x1 mux_inst(.Y(mux_D_stage_3[i]),
						.I0(mux_D_stage_2[i]), .I1(mux_D_stage_2[i+4]), .S(S[2]));
			end
			else if (i >= 28) begin
				MUX1_2x1 mux_inst(.Y(mux_D_stage_3[i]),
						.I0(mux_D_stage_2[i]), .I1(1'b0), .S(S[2]));
			end
		end
		for (i = 0; i <= 31; i = i + 1) begin: shift32_R_gen_loop_4
			if (i < 24) begin
				MUX1_2x1 mux_inst(.Y(mux_D_stage_4[i]),
						.I0(mux_D_stage_3[i]), .I1(mux_D_stage_3[i+8]), .S(S[3]));
			end
			else if (i >= 24) begin
				MUX1_2x1 mux_inst(.Y(mux_D_stage_4[i]),
						.I0(mux_D_stage_3[i]), .I1(1'b0), .S(S[3]));
			end
		end
		for (i = 0; i <= 31; i = i + 1) begin: shift32_R_gen_loop_5
			if (i < 16) begin
				MUX1_2x1 mux_inst(.Y(Y[i]),
						.I0(mux_D_stage_4[i]), .I1(mux_D_stage_4[i+16]), .S(S[4]));
			end
			else if (i >= 16) begin
				MUX1_2x1 mux_inst(.Y(Y[i]),
						.I0(mux_D_stage_4[i]), .I1(1'b0), .S(S[4]));
			end
		end
	endgenerate
endmodule
module SHIFT32_L(Y, D, S);
	output [31:0] Y;
	input [31:0] D;
	input [4:0] S;
	wire [31:0] mux_D_stage_1, mux_D_stage_2, mux_D_stage_3, mux_D_stage_4;
	genvar i;
	generate
		for (i = 0; i <= 31; i = i + 1) begin: shift32_L_gen_loop_1
			if (i < 1) begin
				MUX1_2x1 mux_inst(.Y(mux_D_stage_1[i]),
						.I0(D[i]), .I1(1'b0), .S(S[0]));
			end
			else if (i >= 1) begin
				MUX1_2x1 mux_inst(.Y(mux_D_stage_1[i]),
						.I0(D[i]), .I1(D[i-1]), .S(S[0]));
			end
		end
		for (i = 0; i <= 31; i = i + 1) begin: shift32_L_gen_loop_2
			if (i < 2) begin
				MUX1_2x1 mux_inst(.Y(mux_D_stage_2[i]),
						.I0(mux_D_stage_1[i]), .I1(1'b0), .S(S[1]));
			end
			else if (i >= 2) begin
				MUX1_2x1 mux_inst(.Y(mux_D_stage_2[i]),
						.I0(mux_D_stage_1[i]), .I1(mux_D_stage_1[i-2]), .S(S[1]));
			end
		end
		for (i = 0; i <= 31; i = i + 1) begin: shift32_L_gen_loop_3
			if (i < 4) begin
				MUX1_2x1 mux_inst(.Y(mux_D_stage_3[i]),
						.I0(mux_D_stage_2[i]), .I1(1'b0), .S(S[2]));
			end
			else if (i >= 4) begin
				MUX1_2x1 mux_inst(.Y(mux_D_stage_3[i]),
						.I0(mux_D_stage_2[i]), .I1(mux_D_stage_2[i-4]), .S(S[2]));
			end
		end
		for (i = 0; i <= 31; i = i + 1) begin: shift32_L_gen_loop_4
			if (i < 8) begin
				MUX1_2x1 mux_inst(.Y(mux_D_stage_4[i]),
						.I0(mux_D_stage_3[i]), .I1(1'b0), .S(S[3]));
			end
			else if (i >= 8) begin
				MUX1_2x1 mux_inst(.Y(mux_D_stage_4[i]),
						.I0(mux_D_stage_3[i]), .I1(mux_D_stage_3[i-8]), .S(S[3]));
			end
		end
		for (i = 0; i <= 31; i = i + 1) begin: shift32_L_gen_loop_5
			if (i < 16) begin
				MUX1_2x1 mux_inst(.Y(Y[i]),
						.I0(mux_D_stage_4[i]), .I1(1'b0), .S(S[4]));
			end
			else if (i >= 16) begin
				MUX1_2x1 mux_inst(.Y(Y[i]),
						.I0(mux_D_stage_4[i]), .I1(mux_D_stage_4[i-16]), .S(S[4]));
			end
		end
	endgenerate
endmodule
module MUX64_2x1(Y, I0, I1, S);
	output [63:0] Y;
	input [63:0] I0;
	input [63:0] I1;
	input S;
	genvar i;
	generate
		for (i = 0; i <= 63; i = i + 1) begin: mux64_2x1_gen_loop
			MUX1_2x1 mux_inst(.Y(Y[i]), .I0(I0[i]), .I1(I1[i]), .S(S));
		end
	endgenerate
endmodule
module MUX32_32x1(Y, I0, I1, I2, I3, I4, I5, I6, I7,
                     I8, I9, I10, I11, I12, I13, I14, I15,
                     I16, I17, I18, I19, I20, I21, I22, I23,
                     I24, I25, I26, I27, I28, I29, I30, I31, S);
	output [31:0] Y;
	input [31:0] I0, I1, I2, I3, I4, I5, I6, I7;
	input [31:0] I8, I9, I10, I11, I12, I13, I14, I15;
	input [31:0] I16, I17, I18, I19, I20, I21, I22, I23;
	input [31:0] I24, I25, I26, I27, I28, I29, I30, I31;
	input [4:0] S;
	wire [31:0] mux_1, mux_2;
	MUX32_16x1 mux_inst_1(.Y(mux_1), .I0(I0), .I1(I1), .I2(I2), .I3(I3),
									 .I4(I4), .I5(I5), .I6(I6), .I7(I7),
									 .I8(I8), .I9(I9), .I10(I10), .I11(I11),
									 .I12(I12), .I13(I13), .I14(I14), .I15(I15),
									 .S(S[3:0]));
	MUX32_16x1 mux_inst_2(.Y(mux_2), .I0(I16), .I1(I17), .I2(I18), .I3(I19),
									 .I4(I20), .I5(I21), .I6(I22), .I7(I23),
									 .I8(I24), .I9(I25), .I10(I26), .I11(I27),
									 .I12(I28), .I13(I29), .I14(I30), .I15(I31),
									 .S(S[3:0]));
	MUX32_2x1 mux_inst_3(.Y(Y), .I0(mux_1), .I1(mux_2), .S(S[4]));
endmodule
module MUX32_16x1(Y, I0, I1, I2, I3, I4, I5, I6, I7,
                     I8, I9, I10, I11, I12, I13, I14, I15, S);
	output [31:0] Y;
	input [31:0] I0, I1, I2, I3, I4, I5, I6, I7;
	input [31:0] I8, I9, I10, I11, I12, I13, I14, I15;
	input [3:0] S;
	wire [31:0] mux_1, mux_2;
	MUX32_8x1 mux_inst_1(.Y(mux_1), .I0(I0), .I1(I1), .I2(I2), .I3(I3),
									.I4(I4), .I5(I5), .I6(I6), .I7(I7),
									.S(S[2:0]));
	MUX32_8x1 mux_inst_2(.Y(mux_2), .I0(I8), .I1(I9), .I2(I10), .I3(I11),
									.I4(I12), .I5(I13), .I6(I14), .I7(I15),
									.S(S[2:0]));		
	MUX32_2x1 mux_inst_3(.Y(Y), .I0(mux_1), .I1(mux_2), .S(S[3]));
endmodule
module MUX32_8x1(Y, I0, I1, I2, I3, I4, I5, I6, I7, S);
	output [31:0] Y;
	input [31:0] I0, I1, I2, I3, I4, I5, I6, I7;
	input [2:0] S;
	wire [31:0] mux_1, mux_2;
	MUX32_4x1 mux_inst_1(.Y(mux_1), .I0(I0), .I1(I1), .I2(I2), .I3(I3), .S(S[1:0]));
	MUX32_4x1 mux_inst_2(.Y(mux_2), .I0(I4), .I1(I5), .I2(I6), .I3(I7), .S(S[1:0]));
	MUX32_2x1 mux_inst_3(.Y(Y), .I0(mux_1), .I1(mux_2), .S(S[2]));
endmodule
module MUX32_4x1(Y, I0, I1, I2, I3, S);
	output [31:0] Y;
	input [31:0] I0, I1, I2, I3;
	input [1:0] S;
	wire [31:0] mux_1, mux_2;
	MUX32_2x1 mux_inst_1(.Y(mux_1), .I0(I0), .I1(I1), .S(S[0]));
	MUX32_2x1 mux_inst_2(.Y(mux_2), .I0(I2), .I1(I3), .S(S[0]));
	MUX32_2x1 mux_inst_3(.Y(Y), .I0(mux_1), .I1(mux_2), .S(S[1]));
endmodule
module MUX32_2x1(Y, I0, I1, S);
	output [31:0] Y;
	input [31:0] I0, I1;
	input S;
	genvar i;
	generate
		for (i = 0; i <= 31; i = i + 1) begin: mux32_2x1_gen_loop
			MUX1_2x1 mux_inst(.Y(Y[i]), .I0(I0[i]), .I1(I1[i]), .S(S));
		end
	endgenerate
endmodule
module MUX5_2x1(Y, I0, I1, S);
	output [4:0] Y;
	input [4:0] I0, I1;
	input S;
	wire and_I0, and_I1, not_S;
	genvar i;
	generate
		for (i = 0; i <= 4; i = i + 1) begin: mux5_2x1_gen_loop
			MUX1_2x1 mux_inst(.Y(Y[i]), .I0(I0[i]), .I1(I1[i]), .S(S));
		end
	endgenerate
endmodule
module MUX1_2x1(Y, I0, I1, S);
	output Y;
	input I0, I1, S;
	wire and_I0, and_I1, not_S;
	not not_inst(not_S, S);
	and and_inst_1(and_I0, I0, not_S);
	and and_inst_2(and_I1, I1, S);
	or or_inst(Y, and_I0, and_I1);
endmodule
==> impl_metrics.yaml <==
# synthesis and place-and-route metrics
outcome:
  status: "completed"
sta:
  fin_tns_setup_ps: 0
  maxSlewHeadroom_pct: 48.48
  slew_viol_final: 0
  period_used_pct: 90.06
  period_minus_slack_ps: 5043
  worstMarginPinSlew_ps: 772.7
  fmaxAchievable_mhz: 198.3
  hold_violations: 0
  setup_viol: 0
  rsz0062_at_grt: "no"
logic_synthesis:
  avgSynthCellArea_um2: 8.254
  ys_chip_area_um2: 4746
  yosys_cells: 575
  netlist_area_um2: 4746
  top_cells_by_area: "mux4_2 (26%), mux2i_1 (9.1%), mux4_1 (6.6%)"
  yosysTopAreaCell: "mux4_2"
  syn_inst: 575
  ys_seq_share_pct: 0
  synthDistinctLibCells: 59
  yosysWarnings: 0
  yosysTopAreaCellShare_pct: 25.63
route:
  routedWlPerCell_um: 25.74
  diodes: 0
  routed_wl_um: 20870
  drc_errors: 0
  via_per_inst: 6.340
  first_pass_iters: 5
  drt_iter0_drc: 422
  via_count: 5142
  drtAntennaViolNets: 0
critical_path:
  path_class: "in2out"
  cp-end-kind: "output pin"
  cp.arrival_ps: 3920
  cp-start-kind: "input port"
  cp_data_required_time_ps: 4480
  cp_max_fo: 59
global_route:
  antenna_found_initial: 0
  grt_use_met2_pct: 39.96
  grt_max_degree: 60
  groute.layer.met3.usage_pct: 9.906
  busiest_layer: "met2"
  grt.overflow.total: 0
  track_usage_pct: 26.43
  use_met1_pct: 35.15
  grt_pass1_wl_um: 31130
  grt_pass1_vias: 5018
finish:
  fillers: 1594
  area.sequential_um2: 0
  stdcell_area_um2: 5543
  clkbuf_count: 0
  flop-count: 0
  area_growth_pct: 16.79
  layout-drive-gt1-share_pct: 19.67
  final_cell_mix: "clkdlybuf4s50_1 (93), nand2_1 (75), mux4_2 (54), nor2_1 (47), mux2i_1 (43)"
  combGateArea_um2: 4083
  layout.cells.most_common: "clkdlybuf4s50_1"
die:
  initCoreUtil_pct: 30.99
  die.size.y_um: 127.8
  core_um2: 15310
  die-area_um2: 16330
  io-pin-count: 97
  rows: 45
  die_w_um: 127.8
power:
  p_total_mw: 0.4671
  p_leak_nw: 1.897
  power_density_nw_per_um2: 84.28
  ir_worst_vdd_mv: 0.05508
clocking:
  holdBufCountCts: 0
  postCtsSetupBuffers: 0
  post_cts_resized: 0
flow_run:
  drv_cap: 0
  warnings: 32
placed_design:
  io_buffer_count: 97
  place_hpwl_um: 16040
  place_congestion: 0.9998
  place_area_um2: 5543
worst_hold_path:
  min_path_cells: 4
  worst_hold_path_type: "in2out"
## logic make-up after synthesis
kind of cell	synth area share, %
AND/OR/NAND/NOR	18.67
AND-OR/OR-AND	20.56
multiplexers	46.80
buffers and inverters	13.97
## metal layers
| metal | routed length (µm) | up-vias |
|---|---|---|
| met5 | 0 | - |
| li1 | - | 2276 |
| met3 | 2310 | 43 |
| met4 | 841 | 0 |
| met2 | 9175 | 309 |
| met1 | 8546 | 2514 |
## report_power, final
part	internal, mW	switching, mW
registers	0	0
clock network	0	0
logic	0.202	0.265
total	0.202	0.265
## Yosys cell counts (all sizes together) (9+ instances only)
| library cell | number |
|---|---|
| a211oi | 9 |
| a21oi | 27 |
| a31oi | 17 |
| buf | 74 |
| clkbuf | 27 |
| mux2 | 23 |
| mux2i | 43 |
| mux4 | 66 |
| nand2 | 75 |
| nand3 | 19 |
| nor2 | 47 |
| nor3 | 9 |
| o211ai | 15 |
| o21ai | 25 |
## worst max-delay path: stages
cell,delay (ps)
buf_4,590
buf_4,320
mux2_2,370
mux4_2,490
a21oi_1,330
o21ai_0,130
o311a_1,130
clkdlybuf4s50_1,410
## through the flow
stage	utilization, %	setup slack (ps)	hold WS, ps	instances
3_5_place_dp	36.19	571.3	3414	811
4_1_cts	36.19	568.9	3416	811
2_1_floorplan	-	1771	2570	575
3_3_place_gp	36.19	598.5	3406	811
6_report	36.19	556.8	3410	811
5_1_grt	36.19	395.3	3457	811
## cell type report
type	count	area share [%]
tap	211	4.763
inverter	6	0.4063
multi-input combinational	468	73.66
timing repair buffer	126	21.17
## path summary, 6_finish.rpt
kind,end,start,slack [ps]
min,Y[24],LnR,3410
max,Y[10],S[1],560
Power figures rest on the tool's default switching activity, not on a simulated workload.
